[flow/run.sh]
#!/bin/bash
# OpenROAD 26Q1-2900-gdf79404cd8, Yosys 0.63+post, stock flow scripts
make -C /OpenROAD-flow-scripts/flow DESIGN_CONFIG=/design/flow/config.mk WORK_HOME=/design/flow/orfs finish
[flow/design.v]
`timescale 1ns / 1ps
module ShiftReg #(
    parameter BUS_WIDTH = 8  
    ) 
(
    input clk, 
    input ce, 
    input [ BUS_WIDTH-1 : 0] d, 
    output[ BUS_WIDTH-1 : 0] q
    );
    reg [ BUS_WIDTH-1 : 0 ]val = 0 ;
    always @(posedge clk) 
    begin 
    if(ce) 
    val<=d; 
    else 
    val<=val; 
    end
    assign q=val;
    endmodule
`timescale 1ns / 1ps
module ShiftRegDelay#(
    parameter DELAY = 2,  
    parameter N = 12   
    ) 
(
    input ce,
    input clk,
    input [ N-1 : 0 ]idata,
    output [ N-1 : 0 ]odata
    );
    wire [N-1:0] tdata [DELAY:0];
    genvar i;
    generate 
    if(DELAY==0) 
    begin
        assign odata = idata ;
    end 
    else 
    begin 
        assign tdata[0] = idata;
        for(i=0;i<DELAY;i=i+1) 
        begin
                ShiftReg  # ( .BUS_WIDTH(N) ) RegDel
                ( 
                .d(tdata[i]),
                .q(tdata[i+1]), 
                .clk(clk),
                .ce(ce)
                ); 
        end
        assign odata = tdata[DELAY];
    end 
    endgenerate 
endmodule
`timescale 1ns / 1ps
module med_delay
(
    input clk,
    input[3:0] in,
    output[2:0] sum,
    output de,
    output[3:0] out
);
    wire[3:0] temp_1;
    wire[3:0] temp_2;
    wire[3:0] temp_3;
    wire[3:0] temp_4;
    wire[3:0] temp_5;
    assign out = temp_5;
    ShiftRegDelay # (.N(4), .DELAY(1)) del_1 (1'b1, clk, in , temp_1);
    ShiftRegDelay # (.N(4), .DELAY(1)) del_2 (1'b1, clk, temp_1,  temp_2);
    ShiftRegDelay # (.N(4), .DELAY(1)) del_3 (1'b1, clk, temp_2, temp_3);
    ShiftRegDelay # (.N(4), .DELAY(1)) del_4 (1'b1, clk, temp_3, temp_4);
    ShiftRegDelay # (.N(4), .DELAY(1)) del_5 (1'b1, clk, temp_4,  temp_5);
    assign sum = (temp_1[3] + temp_2[3]) + temp_3[3] + (temp_4[3] + temp_5[3]); 
    assign de = (temp_1[2] & temp_2[2]) & temp_3[2] & (temp_4[2] & temp_5[2]); 
endmodule
[flow/constraint.sdc]
current_design med_delay

set clk_period 3.1
set clk_io_pct 0.2

create_clock -name clk0 -period $clk_period [get_ports {clk}]

set non_clock_inputs [all_inputs -no_clocks]
set_input_delay [expr $clk_period * $clk_io_pct] -clock clk0 $non_clock_inputs
set_output_delay [expr $clk_period * $clk_io_pct] -clock clk0 [all_outputs]
[flow/config.mk]
export PLATFORM = sky130hd
export DESIGN_NAME = med_delay
export DESIGN_NICKNAME = med_delay
export VERILOG_FILES = /design/flow/design.v
export SDC_FILE = /design/flow/constraint.sdc
export NUM_CORES = 4
export LEC_CHECK = 1
export CORE_AREA = 10 10 70 70
export DIE_AREA = 0 0 80 80
==> reports/results.tsv <==
stage	metric	value	unit
synth	top cells by count	20 x dfxtp_1, 5 x inv_1, 2 x fa_1	
timing	Hold Violations, Final	0	
critical_path	CP Launch Type	register	
cells_and_area	fill count	379	
cells_and_area	P&R area growth vs syn	47.5	%
timing	setup TNS	0	ns
synth	Seq cells post-synth	20	
power_and_ir_drop	maximum VDD drop	0.000224	V
clock_network	hold_buf cts	0	
clock_network	postcts setup bufs	0	
critical_path	cell at the slowest stage of the critical path	fa_1	
floorplan	fp util	0.142	
timing	clk_skew	0.000418	ns
critical_path	FF-to-FF Start	del_3.genblk1.genblk1[0].RegDel.val[3]$_DFF_P_	
power_and_ir_drop	Leakage	0.297	nW
cells_and_area	fraction of layout cells with a size suffix above 1	0.0851	
clock_network	H-tree depth	1	
synth	yosys warns	2	
timing	final period utilization	0.959	
floorplan	I/O pin count	13	
timing	unrepaired setup endpoints after global routing	false	
detailed_routing	routed vias/inst	2.53	
timing	Fmax achieved	336	MHz
grt	first-pass GRT wire length	1010	µm
clock_network	clk sinks	20	
critical_path	CP endpoint kind	output port	
hold_path	min-delay src	del_3.genblk1.genblk1[0].RegDel.val[0]$_DFF_P_	
synth	Synth top area share	0.827	
synth	largest area contributor in the netlist	dfxtp_1	
timing	# setup viols final	0	
job	tool warnings	25	
critical_path	CP Data Required Time	2.48	ns
clock_network	CTS tree	yes	
floorplan	die width	80	µm
job	# Max-Cap Violations	0	
run_status	outcome	finished, final reports clean	
synth	Synth Seq Share	0.827	
placed_design	RD Place Congestion	0.662	
detailed_routing	DRC	0	
synth	Post-Syn Instances	31	
detailed_routing	drt wl/cell	6.83	µm
clock_network	maximum clock insertion buffer count	2	
floorplan	Die H	80	µm
synth	ys async rst share	0	
grt	initial antenna violation count	0	
detailed_routing	Initial DRC Count	2	
clock_network	total CTS buffers	3	
timing	fin crit period	2.97	ns
hold_path	hold crit path type	reg -> reg	
synth	# Cells Yosys	31	
grt	via count of the first global-routing pass	239	
floorplan	Die ar.	6400	µm²
grt	Total GRT Usage	0.0199	
detailed_routing	first drt pass iteration count	2	
timing	Slew headroom	0.922	
floorplan	Rows	21	
timing	slew of the pin with the lowest slew margin	0.117	ns
grt	largest net degree at the start of global routing	13	
placed_design	DP Area	662	µm²
synth	Post-synth top flop	dfxtp_1	
synth	most frequent cell after synthesis	dfxtp_1	
placed_design	IO buf count	12	
cells_and_area	Core Util, Final	0.209	
grt	total gr overflow	0	
power_and_ir_drop	Power Dens Cells	713	nW/µm²
timing	Slew Limit Fails	0	
critical_path	Cell Chain, Critical Path	inv_1 > fa_1 > inv_1 > fa_1 > ha_1 > clkdlybuf4s50_1	
clock_network	# resized after CTS	0	
detailed_routing	via count	235	
critical_path	worst-path fanout max	2	
clock_network	Clock Latency Late Sink	0.28	ns
synth	number of distinct library cells after synthesis	7	
critical_path	crit path from	del_1.genblk1.genblk1[0].RegDel.val[3]$_DFF_P_	
synth	flip-flops with a built-in enable	0	
cells_and_area	cell area after layout	714	µm²
synth	yosys synthesis chip area	484	µm²
detailed_routing	DRT Wirelength	635	µm
synth	top cells by area	dfxtp_1 83%, fa_1 8.3%, inv_1 3.9%, ha_1 2.6%, nand3_1 1.0%	
synth	Mapped Area	484	µm²
floorplan	Core Box Area	3420	µm²
detailed_routing	diode count	0	
synth	syn avg cell area	15.6	µm²
critical_path	CP max stage delay	0.52	ns
detailed_routing	remaining antenna violation count	0	
critical_path	worst path arrival time	2.35	ns
clock_network	Root Buffer	clkbuf_4	
critical_path	WS Path Type	reg -> out	
clock_network	clock-pin slew on the worst setup and hold paths	0.10	ns
-- through the flow --
stage / cells / setup slack (ns) / hold slack [ns] / total power, mW
final: 93 / 0.126 / 0.336 / 0.509
after detailed placement: 89 / 0.425 / 0.312 / 0.316
after global placement: 89 / 0.451 / 0.310 / 0.315
after floorplan: 31 / 0.971 / 0.310 / 0.285
after global routing: 93 / 0.0312 / 0.346 / 0.533
after CTS: 93 / 0.0771 / 0.338 / 0.522
-- final timing paths --
| check | slack, ns | to | cells after the start |
|---|---|---|---|
| max | 0.13 | sum[1] | 6 |
| min | 0.34 | del_4.genblk1.genblk1[0].RegDel.val[0]$_DFF_P_ | 0 |
| max reg2reg | 2.66 | del_4.genblk1.genblk1[0].RegDel.val[3]$_DFF_P_ | 0 |
| min reg2reg | 0.34 | del_4.genblk1.genblk1[0].RegDel.val[0]$_DFF_P_ | 0 |
-- cell families (layout without fill, tap and decap cells) --
| kind of cell | after synthesis | after routing | share of synthesized area |
|---|---|---|---|
| adder cells (fa/ha/maj) | 3 | 3 | 0.109 |
| buffers and inverters | 5 | 21 | 0.0388 |
| flip-flops | 20 | 20 | 0.827 |
| AND/OR/NAND/NOR | 3 | 3 | 0.0258 |
-- power breakdown --
group	switching, mW	total, mW	internal, mW
registers	0.00473	0.275	0.271
logic	0.00779	0.0326	0.0248
clock network	0.0708	0.201	0.130
total	0.0833	0.509	0.426
-- registers in the layout, indices dropped and copies added, names as in the netlist --
name	cells
del_1.genblk1.genblk1.RegDel.val	4
del_4.genblk1.genblk1.RegDel.val	4
del_5.genblk1.genblk1.RegDel.val	4
del_3.genblk1.genblk1.RegDel.val	4
del_2.genblk1.genblk1.RegDel.val	4
-- per-layer routing --
| layer | vias up | track usage | wire [µm] |
|---|---|---|---|
| li1 | 127 | - | - |
| met5 | - | 0 | 0 |
| met1 | 98 | 0.0275 | 323 |
| met2 | 8 | 0.0257 | 256 |
| met4 | 0 | 0.00704 | 5 |
| met3 | 2 | 0.0102 | 49 |
-- layout make-up --
| type | instances | area (µm²) | share of cell area |
|---|---|---|---|
| clock buffer | 3 | 22.5 | 0.0315 |
| clock inverter | 1 | 30.0 | 0.0420 |
| inverter | 5 | 18.8 | 0.0263 |
| multi-input combinational | 6 | 65.1 | 0.0911 |
| sequential | 20 | 400 | 0.560 |
| tap | 46 | 57.6 | 0.0806 |
| timing repair buffer | 12 | 120 | 0.168 |
-- cell usage in the layout, fill, tap and decap left out, drive strengths merged --
cell           synthesis  final
clkbuf                 0      3
inv                    5      5
nand3                  1      1
bufinv                 0      1
ha                     1      1
nand2                  1      1
fa                     2      2
clkdlybuf4s50          0     12
dfxtp                 20     20
nor2                   1      1
-- worst max-delay path, delay by kind of cell, from the launching register on --
family,cells,cell delay [ns]
adders and majority gates,3,1.16
DFF,1,0.34
buffers and inverters,3,0.57
Power figures rest on the tool's default switching activity, not on a simulated workload.
