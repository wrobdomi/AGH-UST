===== /design/flow/config.mk =====
export PLATFORM = sky130hd
export DESIGN_NAME = center_vis
export DESIGN_NICKNAME = center_vis
export VERILOG_FILES = /design/flow/design.v
export SDC_FILE = /design/flow/constraint.sdc
export NUM_CORES = 4
export LEC_CHECK = 1
export CORE_UTILIZATION = 30

===== /design/flow/constraint.sdc =====
current_design center_vis

set clk_period 2.6
set clk_io_pct 0.2

create_clock -name clk0 -period $clk_period [get_ports {clk}]

set non_clock_inputs [all_inputs -no_clocks]
set_input_delay [expr $clk_period * $clk_io_pct] -clock clk0 $non_clock_inputs
set_output_delay [expr $clk_period * $clk_io_pct] -clock clk0 [all_outputs]

===== /design/flow/design.v =====
`timescale 1ns / 1ps
module ShiftReg #(
    parameter BUS_WIDTH = 8  
    ) 
(
    input clk, 
    input ce, 
    input [ BUS_WIDTH-1 : 0] d, 
    output[ BUS_WIDTH-1 : 0] q
    );
    reg [ BUS_WIDTH-1 : 0 ]val = 0 ;
    always @(posedge clk) 
    begin 
    if(ce) 
    val<=d; 
    else 
    val<=val; 
    end
    assign q=val;
    endmodule
`timescale 1ns / 1ps
module ShiftRegDelay#(
    parameter DELAY = 2,  
    parameter N = 12   
    ) 
(
    input ce,
    input clk,
    input [ N-1 : 0 ]idata,
    output [ N-1 : 0 ]odata
    );
    wire [N-1:0] tdata [DELAY:0];
    genvar i;
    generate 
    if(DELAY==0) 
    begin
        assign odata = idata ;
    end 
    else 
    begin 
        assign tdata[0] = idata;
        for(i=0;i<DELAY;i=i+1) 
        begin
                ShiftReg  # ( .BUS_WIDTH(N) ) RegDel
                ( 
                .d(tdata[i]),
                .q(tdata[i+1]), 
                .clk(clk),
                .ce(ce)
                ); 
        end
        assign odata = tdata[DELAY];
    end 
    endgenerate 
endmodule
`timescale 1ns / 1ps
module center_vis# (
    parameter IMG_W = 64,  
    parameter IMG_H = 64   
)(
    input clk,
    input de_in,
    input h_sync_in,
    input v_sync_in,
    input [23:0] pixel_in,
    output de_out,
    output h_sync_out,
    output v_sync_out,
    output [23:0] pixel_out,
    input [10:0] x_center,
    input [10:0] y_center
    );
 reg [10:0] x_pos = 11'b0;  
 reg [10:0] y_pos = 11'b0;  
 reg prev_vsync = 1'b0;
     always @(posedge clk)
     begin 
            if (v_sync_in == 1)          
            begin 
                x_pos <= 11'b0;          
                y_pos <= 11'b0;          
            end 
            else if (de_in == 1'b1)      
            begin
                x_pos <= x_pos + 1;          
                if (x_pos == IMG_W - 1)      
                begin   
                    x_pos <= 11'b0;              
                    y_pos <= y_pos + 1;          
                    if (y_pos == IMG_H - 1)      
                    begin 
                        y_pos <= 11'b0;              
                    end   
                end
            end
    prev_vsync <= v_sync_in;   
    end  
    wire[23:0] o_red;
    assign o_red = ( (x_pos[10:0]==x_center || y_pos[10:0]==y_center) ? {8'hff,16'b0000000000000000} : pixel_in ); 
    assign pixel_out = o_red;
    wire const_ce = 1'b1; 
    ShiftRegDelay#(1,3) del_in_vis (const_ce, clk, {de_in, h_sync_in, v_sync_in}, {de_out, h_sync_out, v_sync_out} );
endmodule

===== /design/flow/run.sh =====
#!/bin/bash
# OpenROAD 26Q1-2900-gdf79404cd8, Yosys 0.63+post, stock flow scripts
make -C /OpenROAD-flow-scripts/flow DESIGN_CONFIG=/design/flow/config.mk WORK_HOME=/design/flow/orfs finish

==> metrics.csv <==
metric;value;unit
outcome;finished, final reports clean;
grtUsageMet3;0.0258;
drv_slew;0;
ys_ff;25;
netlist-cell-type-count;37;
post_synth.cell_area_avg;8.09;sq um
setup.worst_path.end_class;output port;
min_path_type;flop to flop;
fmax;401;MHz
crit_start;x_center[4];
gp_congestion;0.795;
grt_pass1_wl;7.04;mm
avgRoutedWirePerCell;12.4;um
worst_pin_slew;0.433;ns
dpl_cell_area;2550;sq um
yosysSeqAreaShare;0.313;
yosys-stat-area;1600;sq um
drt-pass1-iter-count;4;
grtUsageMet1;0.246;
cts_buffers;3;
num_vias;1718;
synth-edff-count;0;
port_buffers;76;
setup_viol;0;
reg2reg_depth;5;
reg2reg_to;y_pos[6]$_SDFFE_PP0P_;
overflow;0;
busiest_layer;met2;
worstSkewPairLatency;0.27;ns
hold_buffers;0;
drive_above_1_share;0.184;
r2r_slack;0.47;ns
syn_area;1600;sq um
yosysTopAreaCell;dfxtp_1;
fp_util;0.312;
post-route-period-util;0.958;
grt_use_total;0.163;
die_w;75.1;um
cts_buffer_depth;2;
crit_fanout;5;
finalInstanceArea;2790;sq um
cp_data_required_time;2.08;ns
maxSlewHeadroom;0.708;
ios;77;
cp-endpoint;pixel_out[0];
rsz0062_at_grt;false;
wirelength;4.53;mm
area_delta_synth_final;74.1;%
final_hold_viol_count;0;
place_hpwl;3.32;mm
cts.sinks;25;
cts_tree;yes;
drc_errors;0;
cp_data_arrival_time;1.97;ns
antenna_found_initial;0;
cts_root_buf;clkbuf_8;
flop_area;509;sq um
cts_max_level;1;
critPathLaunchType;primary input;
syn_inst;198;
maxCapViolations;0;
rows;26;
place_ws;-0.188;ns
fillerInstances;492;
fp.coreArea;5140;sq um
vdd_drop_max;0.000316;V
flop_cell;dfxtp_1;
synthTopCellsByCount;xnor2_1 (29), dfxtp_1 (25), nor2_1 (16), nor3b_1 (16), nand2_1 (13);
synthTopCellsByArea;dfxtp_1 (31%), xnor2_1 (16%), nor3b_1 (7.5%), or3_1 (4.3%), nand3_1 (3.8%);
grt_pass1_vias;1560;
top_area_frac;0.313;
clock_skew;0.00917;ns
p_leak;1.13;nW
synth.most_common_cell;xnor2_1;
grt_max_degree;15;
die_h;75.1;um
power_density;280;nW/um^2
fin_cells;364;
async_flop_share;0;
rr_startpoint;x_pos[6]$_SDFFE_PP0P_;
warnings;25;
ant_nets;0;
vias_per_cell;4.72;
yosysWarnings;3;
fin_ws;0.109;ns
ys_cells;198;
clkTransAtPathRegs;0.09;ns
placed_cells;349;
n_antenna_cell;0;
drt_iter0_drc;108;
min_period;2.49;ns
logic_area;1070;sq um
die_area;5630;sq um
met2_usage;0.260;
crit_type;primary input to output port;
[worst max-delay path: stages]
cell and delay (ns):
dlygate4sd2_1 0.24, xnor2_1 0.15, nand4_1 0.14, nor3_4 0.29, buf_6 0.16, buf_12 0.10, buf_6 0.09, nor3b_1 0.04
dlygate4sd2_1 0.24
[per-layer routing]
layer	vias up	wire length, um
li1	907	-
met3	2	255
met5	-	0
met2	49	2110
met4	0	19
met1	760	2150
[registers in the layout, indices dropped and copies added, names as in the netlist]
name and count:
x_pos 11, y_pos 11, del_in_vis.genblk1.genblk1.RegDel.val 3
[layout make-up]
| type | count | share of cell area |
|---|---|---|
| clock buffers | 3 | 0.0148 |
| clock inverters | 1 | 0.00180 |
| inverters | 7 | 0.00943 |
| multi-input cells | 154 | 0.386 |
| flip-flops and latches | 25 | 0.183 |
| well taps | 70 | 0.0314 |
| repair buffers | 104 | 0.374 |
[layout by cell type, fill, tap and decap left out, types with 2 or more instances in the layout]
| cell | synthesis | final |
|---|---|---|
| clkdlybuf4s50_1 | 0 | 30 |
| xnor2_1 | 29 | 29 |
| dlygate4sd2_1 | 0 | 26 |
| dfxtp_1 | 25 | 18 |
| nor2_1 | 16 | 16 |
| buf_4 | 1 | 16 |
| nand2_1 | 13 | 13 |
| nand3_1 | 12 | 12 |
| or3_1 | 11 | 11 |
| clkdlybuf4s15_1 | 0 | 10 |
| dlymetal6s2s_1 | 1 | 9 |
| nand4_1 | 8 | 8 |
| nor3b_2 | 0 | 8 |
| nor3b_1 | 16 | 8 |
| buf_6 | 0 | 8 |
| inv_1 | 7 | 7 |
| a31oi_1 | 7 | 7 |
| dfxtp_2 | 0 | 7 |
| or4_1 | 4 | 4 |
| nor4_1 | 4 | 4 |
| o21ai_0 | 3 | 3 |
| a21oi_1 | 3 | 3 |
| nor3_1 | 5 | 3 |
| xor2_1 | 3 | 3 |
| clkbuf_8 | 0 | 3 |
| buf_12 | 0 | 3 |
| nor3_4 | 0 | 2 |
| or2_2 | 2 | 2 |
| or4b_1 | 2 | 2 |
| o22ai_1 | 2 | 2 |
| ha_1 | 2 | 2 |
[per-stage QoR]
stage	setup TNS (ns)	utilization	hold slack [ns]	total power [W]
finish	0	0.542	0.510	0.000779
global route	0	0.542	0.550	0.000828
CTS	0	0.527	0.536	0.000794
detailed placement	-3.91	0.496	0.516	0.000576
global placement	-4.02	0.496	0.524	0.000576
floorplan	0	-	0.470	0.000448
[kinds of logic after synthesis]
logic type                 Yosys count  share of synthesized area
AOI/OAI and AO/OA                   20                     0.0805
adders and majority gates            2                     0.0156
DFF                                 25                      0.313
and+or+nand+nor                     99                      0.354
buffers and inverters               19                     0.0555
xor gates and xnor gates            32                      0.175
muxes                                1                    0.00703
[report_power, final]
group	total (W)	leakage, nW	switching, W	internal, W
clock network	0.000232	0.0255	0.000125	0.000107
logic	0.000152	0.899	0.0000393	0.000112
registers	0.000396	0.207	0.00000686	0.000389
[how the worst min path moves through the flow]
stage                    startpoint                     to  slack [ns]  cells after the start
finish        y_pos[8]$_SDFFE_PP0P_  y_pos[8]$_SDFFE_PP0P_        0.51                      1
global route  y_pos[5]$_SDFFE_PP0P_  y_pos[5]$_SDFFE_PP0P_        0.55                      1
CTS           y_pos[0]$_SDFFE_PP0P_  y_pos[0]$_SDFFE_PP0P_        0.54                      2
[timing repair]
action,in CTS,in global routing
gates resized,70,16
setup buffers,5,4
cloned,3,0
setup endpoints to repair,24,10
pin swaps,29,6
No activity file was given, so power comes from the tool's default toggle rates.
