[./run.sh]
#!/bin/bash
# OpenROAD 26Q1-2900-gdf79404cd8, Yosys 0.63+post, stock flow scripts
make -C /OpenROAD-flow-scripts/flow DESIGN_CONFIG=/design/flow/config.mk WORK_HOME=/design/flow/orfs finish
[./constraint.sdc]
current_design mod_n

set clk_period 2.4
set clk_io_pct 0.2

create_clock -name clk0 -period $clk_period [get_ports {clk}]

set non_clock_inputs [all_inputs -no_clocks]
set_input_delay [expr $clk_period * $clk_io_pct] -clock clk0 $non_clock_inputs
set_output_delay [expr $clk_period * $clk_io_pct] -clock clk0 [all_outputs]
[./design.v]
`timescale 1ns / 1ps
module mod_n
    # (
    parameter WIDTH = 9  
    )
(
    input clk, 
    input ce, 
    input rst,  
    output [WIDTH-1:0]y
    );
    reg [ WIDTH-1 : 0 ]val = 4'b00000000 ;  
    always @( posedge clk)
    begin
    if (rst) val<=4'b00000000;
    else
        if( val < WIDTH-1 ) val<=val+1;
        else val<=4'b00000000;
    end
    assign y=val;
endmodule
[./config.mk]
export PLATFORM = sky130hd
export DESIGN_NAME = mod_n
export DESIGN_NICKNAME = mod_n
export VERILOG_FILES = /design/flow/design.v
export SDC_FILE = /design/flow/constraint.sdc
export NUM_CORES = 4
export LEC_CHECK = 1
export CORE_AREA = 10 10 70 70
export DIE_AREA = 0 0 80 80
==> impl_metrics.toml <==
# implementation run metrics
[final_layout]
top_regs = "val x9"
drive_gt1_share_pct = 10.53
fill_cells = 403
area_growth_syn_to_layout_pct = 79.10
largest_register_ff_count = 9
logic_area_sq_um = 82.58
stdcell_area_sq_um = 450.4
largest_register = "val"
flop_area_sq_um = 180.2

[routing]
vias_per_cell = 2.190
vias = 184
wirelength_um = 605
wl_per_cell_um = 7.202
dr.first_iter.drc_count = 1
diodes = 0
antenna_left = 0
firstDrtPassIters = 2
drc = 0

[yosys]
yosys_cells = 20
top_area_share_pct = 71.64
synth.area.top_cells = "dfxtp_1, nor3_1, ha_1, or4_4, xnor2_1"
syn_area_per_cell_sq_um = 12.57
yosysUniqueCellTypes = 9
ys.flops = 9
synthCells = 20
yosys_warnings = 1
yosys_area_sq_um = 251.5
synth_area_leader_cell = "dfxtp_1"
synth_seq_share_pct = 71.64
netlist_area_sq_um = 251.5

[power_and_ir_drop]
combPwrFrac_pct = 4.7
power_leakage_nw = 0.1605
power_frac_seq_pct = 56.1
p_switching_mw = 0.05151
p_int_mw = 0.2276
clock_power_share_pct = 39.1
ir_worst_vdd_uv = 442.9
swShare_pct = 18.45
powerDensity_mw_per_mm2 = 619.8

[clocking]
cts_made_buffers = 3
h-tree-depth = 1
tritoncts = "done"
cts_buffer_depth = 2
postCtsSetupRepairBufs = 0
clk_latency_ps = 250
hold_buffers = 0
clk_pin_slew_ps = 60
clock_sinks = 9
cts_resized = 0
ctsRootBufferMaster = "clkbuf_4"

[setup_path]
critPathKind = "register to output port"
worst-path-buf-inv = 1
critPathSlowestCell = "clkdlybuf4s50_1"
crit_path_start_kind = "register"
worstPathArrival_ps = 1130
crit_cells = 1
cpPeakStageDelay_ps = 510
reg2regPathDepth = 2
crit_fanout = 4
required_ps = 1920
cp_cell_sequence = "clkdlybuf4s50_1"
critPathCaptureType = "output port"
crit_family = "buffers and inverters"

[placement]
place_congestion = 0.6419
io_buffers = 10
place_area_sq_um = 424.2

[final_timing]
setup_tns_ps = 0
finalHoldViolations = 0
fin_skew_ps = 3.489
fin_worst_hold_slack_ps = 481.2
post-route-min-period_ps = 1606
fmax_mhz = 622.7
maxSlewViolCount = 0
setup_viol = 0
grt_setup_unrepaired = "no"
finalClockPeriodUsage_pct = 66.92

[global_routing]
grt_max_degree = 6
antenna_found_initial = 0
grt_pass1_vias = 233
grt_use_total_pct = 2.250
grt-ovfl-total = 0
grt_pass1_wl_um = 1076

[floorplan]
die_x_um = 80
fp_util_pct = 7.363
dieArea_sq_mm = 0.006400
ios = 12
rows = 21
die_h_um = 80
core-area_sq_mm = 0.003416

[flow_run]
drv_cap = 0
warnings = 26

[min_path]
hold_path.class = "register to register"
whs_path_depth = 1

[status]
status = "complete, no violations"
[final cells by class]
type,instances,area share (%)
Inverter,1,0.8333
Multi-Input combinational cell,14,18.33
Tap cell,46,12.78
Clock buffer,4,5.833
Sequential cell,9,40.00
Timing Repair Buffer,10,22.22
[kinds of logic after synthesis]
| family | count (synthesis) | synth area share (%) |
|---|---|---|
| xor+xnor | 1 | 3.483 |
| buf+inv | 1 | 1.491 |
| flops | 9 | 71.64 |
| fa+ha+maj | 1 | 4.974 |
| simple gates | 7 | 16.92 |
| other cells | 1 | 1.491 |
[metrics by stage]
stage | worst slack, ps | util, % | std cells | total power, mW
global route | 708.7 | 13.19 | 84 | 0.3044
finish | 794.0 | 13.19 | 84 | 0.2792
floorplan | 1253 | - | 24 | 0.1611
CTS | 769.2 | 13.19 | 84 | 0.2846
detailed placement | 793.3 | 12.42 | 80 | 0.1734
global placement | 800.4 | 12.42 | 80 | 0.1729
[cells in the mapped netlist]
library cell,number
inv_1,1
dfxtp_1,9
conb_1,1
ha_1,1
or4_4,1
nand3_1,1
or3_1,1
xnor2_1,1
nor3_1,4
[layout by cell type (no fill, tap or decap), drive strengths merged]
cell / n
nor3: 4
dfxtp: 9
or3: 1
ha: 1
clkbuf: 4
inv: 1
xnor2: 1
clkdlybuf4s50: 10
or4: 1
nand3: 1
conb: 5
[metal layers]
metal  up-vias  GRT usage (%)  wire length [um]
li1         98              -                 -
met1        74          2.870               297
met2        12          2.648               212
met3         0          2.159                95
met4         0         0.3521                 0
met5         -              0                 0
[worst paths after layout]
kind	slack (ps)	from	endpoint
max	790	val[0]	y[0]
min	480	val[0]	val[0]
max reg2reg	1260	val[8]	val[3]
min reg2reg	480	val[0]	val[0]
[power by group through the flow]
stage	sequential (mW)	combinational (mW)	clock [mW]
after global routing	0.157	0.0154	0.132
final	0.157	0.0132	0.109
after CTS	0.157	0.0138	0.114
No activity file was given, so power comes from the tool's default toggle rates.
